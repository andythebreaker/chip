--- /design/flow/config.mk ---
export PLATFORM = sky130hd
export DESIGN_NAME = systolic_array
export DESIGN_NICKNAME = systolic_array
export VERILOG_FILES = /design/flow/design.v
export SDC_FILE = /design/flow/constraint.sdc
export NUM_CORES = 4
export LEC_CHECK = 1
export CORE_AREA = 10 10 70 70
export DIE_AREA = 0 0 80 80
--- /design/flow/constraint.sdc ---
current_design systolic_array

set clk_period 1.2
set clk_io_pct 0.2

create_clock -name clk0 -period $clk_period [get_ports {clk}]

set non_clock_inputs [all_inputs -no_clocks]
set_input_delay [expr $clk_period * $clk_io_pct] -clock clk0 $non_clock_inputs
set_output_delay [expr $clk_period * $clk_io_pct] -clock clk0 [all_outputs]
--- /design/flow/design.v ---
module block(inp_north, inp_west, clk, rst, outp_south, outp_east, result);
	input [3:0] inp_north, inp_west;
	output reg [3:0] outp_south, outp_east;
	input clk, rst;
	output reg [15:0] result;
	wire [15:0] multi;
	always @(posedge rst or posedge clk) begin
		if(rst) begin
			result <= 0;
			outp_east <= 0;
			outp_south <= 0;
		end
		else begin
			result <= result + multi;
			outp_east <= inp_west;
			outp_south <= inp_north;
		end
	end
	assign multi = inp_north*inp_west;
endmodule
module systolic_array(inp_west0, inp_west9, inp_west18, inp_west27, inp_west36, inp_west45, inp_west54, inp_west63, inp_west72,
		      inp_north0, inp_north1, inp_north2, inp_north3, inp_north4, inp_north5, inp_north6, inp_north7, inp_north8,
		      clk, rst, done);
	input [3:0] inp_west0, inp_west9, inp_west18, inp_west27, inp_west36, inp_west45, inp_west54, inp_west63, inp_west72,
		      inp_north0, inp_north1, inp_north2, inp_north3, inp_north4, inp_north5, inp_north6, inp_north7, inp_north8;
	output reg done;
	input clk, rst;
	reg [3:0] count;
	wire [3:0] inp_west0, inp_west9, inp_west18, inp_west27, inp_west36, inp_west45, inp_west54, inp_west63, inp_west72;
	wire [3:0] inp_north0, inp_north1, inp_north2, inp_north3, inp_north4, inp_north5, inp_north6, inp_north7, inp_north8;
	wire [3:0] outp_south0, outp_south1, outp_south2, outp_south3, outp_south4, outp_south5, outp_south6, outp_south7, outp_south8, outp_south9, outp_south10, outp_south11, outp_south12, outp_south13, outp_south14, outp_south15, outp_south16, outp_south17, outp_south18, outp_south19, outp_south20, outp_south21, outp_south22, outp_south23, outp_south24, outp_south25, outp_south26, outp_south27, outp_south28, outp_south29, outp_south30, outp_south31, outp_south32, outp_south33, outp_south34, outp_south35, outp_south36, outp_south37, outp_south38, outp_south39, outp_south40, outp_south41, outp_south42, outp_south43, outp_south44, outp_south45, outp_south46, outp_south47, outp_south48, outp_south49, outp_south50, outp_south51, outp_south52, outp_south53, outp_south54, outp_south55, outp_south56, outp_south57, outp_south58, outp_south59, outp_south60, outp_south61, outp_south62, outp_south63, outp_south64, outp_south65, outp_south66, outp_south67, outp_south68, outp_south69, outp_south70, outp_south71, outp_south72, outp_south73, outp_south74, outp_south75, outp_south76, outp_south77, outp_south78, outp_south79, outp_south80 ;
	wire [3:0] outp_east0, outp_east1, outp_east2, outp_east3, outp_east4, outp_east5, outp_east6, outp_east7, outp_east8, outp_east9, outp_east10, outp_east11, outp_east12, outp_east13, outp_east14, outp_east15, outp_east16, outp_east17, outp_east18, outp_east19, outp_east20, outp_east21, outp_east22, outp_east23, outp_east24, outp_east25, outp_east26, outp_east27, outp_east28, outp_east29, outp_east30, outp_east31, outp_east32, outp_east33, outp_east34, outp_east35, outp_east36, outp_east37, outp_east38, outp_east39, outp_east40, outp_east41, outp_east42, outp_east43, outp_east44, outp_east45, outp_east46, outp_east47, outp_east48, outp_east49, outp_east50, outp_east51, outp_east52, outp_east53, outp_east54, outp_east55, outp_east56, outp_east57, outp_east58, outp_east59, outp_east60, outp_east61, outp_east62, outp_east63, outp_east64, outp_east65, outp_east66, outp_east67, outp_east68, outp_east69, outp_east70, outp_east71, outp_east72, outp_east73, outp_east74, outp_east75, outp_east76, outp_east77, outp_east78, outp_east79, outp_east80;
	wire [15:0] result0, result1, result2, result3, result4, result5, result6, result7, result8, result9, result10, result11, result12, result13, result14, result15, result16, result17, result18, result19, result20, result21, result22, result23, result24, result25, result26, result27, result28, result29, result30, result31, result32, result33, result34, result35, result36, result37, result38, result39, result40, result41, result42, result43, result44, result45, result46, result47, result48, result49, result50, result51, result52, result53, result54, result55, result56, result57, result58, result59, result60, result61, result62, result63, result64, result65, result66, result67, result68, result69, result70, result71, result72, result73, result74, result75, result76, result77, result78, result79, result80;
	block P0 (inp_north0, inp_west0, clk, rst, outp_south0, outp_east0, result0);
	block P1 (inp_north1, outp_east0, clk, rst, outp_south1, outp_east1, result1);
	block P2 (inp_north2, outp_east1, clk, rst, outp_south2, outp_east2, result2);
	block P3 (inp_north3, outp_east2, clk, rst, outp_south3, outp_east3, result3);
	block P4 (inp_north4, outp_east3, clk, rst, outp_south4, outp_east4, result4);
	block P5 (inp_north5, outp_east4, clk, rst, outp_south5, outp_east5, result5);
	block P6 (inp_north6, outp_east5, clk, rst, outp_south6, outp_east6, result6);
	block P7 (inp_north7, outp_east6, clk, rst, outp_south7, outp_east7, result7);
	block P8 (inp_north8, outp_east7, clk, rst, outp_south8, outp_east8, result8);
	block P9 (outp_south0, inp_west9, clk, rst, outp_south9, outp_east9, result9);
	block P18 (outp_south9, inp_west18, clk, rst, outp_south18, outp_east18, result18);
	block P27 (outp_south18, inp_west27, clk, rst, outp_south27, outp_east27, result27);
	block P36 (outp_south27, inp_west36, clk, rst, outp_south36, outp_east36, result36);
	block P45 (outp_south36, inp_west45, clk, rst, outp_south45, outp_east45, result45);
	block P54 (outp_south45, inp_west54, clk, rst, outp_south54, outp_east54, result54);
	block P63 (outp_south54, inp_west63, clk, rst, outp_south63, outp_east63, result63);
	block P72 (outp_south63, inp_west72, clk, rst, outp_south72, outp_east72, result72);
	block P10 (outp_south1, outp_east9, clk, rst, outp_south11, outp_east11, result11);
	block P11 (outp_south2, outp_east10, clk, rst, outp_south12, outp_east12, result12);
	block P12 (outp_south3, outp_east11, clk, rst, outp_south13, outp_east13, result13);
	block P13 (outp_south4, outp_east12, clk, rst, outp_south14, outp_east14, result14);
	block P14 (outp_south5, outp_east13, clk, rst, outp_south15, outp_east15, result15);
	block P15 (outp_south6, outp_east14, clk, rst, outp_south16, outp_east16, result16);
	block P16 (outp_south7, outp_east15, clk, rst, outp_south17, outp_east17, result17);
	block P17 (outp_south8, outp_east16, clk, rst, outp_south18, outp_east18, result18);
	block P19 (outp_south10, outp_east18, clk, rst, outp_south19, outp_east19, result19);
	block P20 (outp_south11, outp_east19, clk, rst, outp_south20, outp_east20, result20);
	block P21 (outp_south12, outp_east20, clk, rst, outp_south21, outp_east21, result21);
	block P22 (outp_south13, outp_east21, clk, rst, outp_south22, outp_east22, result22);
	block P23 (outp_south14, outp_east22, clk, rst, outp_south23, outp_east23, result23);
	block P24 (outp_south15, outp_east23, clk, rst, outp_south24, outp_east24, result24);
	block P25 (outp_south16, outp_east24, clk, rst, outp_south25, outp_east25, result25);
	block P26 (outp_south17, outp_east25, clk, rst, outp_south26, outp_east26, result26);
	block P28 (outp_south19, outp_east27, clk, rst, outp_south28, outp_east28, result28);
	block P29 (outp_south20, outp_east28, clk, rst, outp_south29, outp_east29, result29);
	block P30 (outp_south21, outp_east29, clk, rst, outp_south30, outp_east30, result30);
	block P31 (outp_south22, outp_east30, clk, rst, outp_south31, outp_east31, result31);
	block P32 (outp_south23, outp_east31, clk, rst, outp_south32, outp_east32, result32);
	block P33 (outp_south24, outp_east32, clk, rst, outp_south33, outp_east33, result33);
	block P34 (outp_south25, outp_east33, clk, rst, outp_south34, outp_east34, result34);
	block P35 (outp_south26, outp_east34, clk, rst, outp_south35, outp_east35, result35);
	block P37 (outp_south28, outp_east36, clk, rst, outp_south37, outp_east37, result37);
	block P38 (outp_south29, outp_east37, clk, rst, outp_south38, outp_east38, result38);
	block P39 (outp_south30, outp_east38, clk, rst, outp_south39, outp_east39, result39);
	block P40 (outp_south31, outp_east39, clk, rst, outp_south40, outp_east40, result40);
	block P41 (outp_south32, outp_east40, clk, rst, outp_south41, outp_east41, result41);
	block P42 (outp_south33, outp_east41, clk, rst, outp_south42, outp_east42, result42);
	block P43 (outp_south34, outp_east42, clk, rst, outp_south43, outp_east43, result43);
	block P44 (outp_south35, outp_east43, clk, rst, outp_south44, outp_east44, result44);
	block P46 (outp_south37, outp_east45, clk, rst, outp_south46, outp_east46, result46);
	block P47 (outp_south38, outp_east46, clk, rst, outp_south47, outp_east47, result47);
	block P48 (outp_south39, outp_east47, clk, rst, outp_south48, outp_east48, result48);
	block P49 (outp_south40, outp_east48, clk, rst, outp_south49, outp_east49, result49);
	block P50 (outp_south41, outp_east49, clk, rst, outp_south50, outp_east50, result50);
	block P51 (outp_south42, outp_east50, clk, rst, outp_south51, outp_east51, result51);
	block P52 (outp_south43, outp_east51, clk, rst, outp_south52, outp_east52, result52);
	block P53 (outp_south44, outp_east52, clk, rst, outp_south53, outp_east53, result53);
	block P55 (outp_south46, outp_east54, clk, rst, outp_south55, outp_east55, result55);
	block P56 (outp_south47, outp_east55, clk, rst, outp_south56, outp_east56, result56);
	block P57 (outp_south48, outp_east56, clk, rst, outp_south57, outp_east57, result57);
	block P58 (outp_south49, outp_east57, clk, rst, outp_south58, outp_east58, result58);
	block P59 (outp_south50, outp_east58, clk, rst, outp_south59, outp_east59, result59);
	block P60 (outp_south51, outp_east59, clk, rst, outp_south60, outp_east60, result60);
	block P61 (outp_south52, outp_east60, clk, rst, outp_south61, outp_east61, result61);
	block P62 (outp_south53, outp_east61, clk, rst, outp_south62, outp_east62, result62);
	block P64 (outp_south55, outp_east63, clk, rst, outp_south64, outp_east64, result64);
	block P65 (outp_south56, outp_east64, clk, rst, outp_south65, outp_east65, result65);
	block P66 (outp_south57, outp_east65, clk, rst, outp_south66, outp_east66, result66);
	block P67 (outp_south58, outp_east66, clk, rst, outp_south67, outp_east67, result67);
	block P68 (outp_south59, outp_east67, clk, rst, outp_south68, outp_east68, result68);
	block P69 (outp_south60, outp_east68, clk, rst, outp_south69, outp_east69, result69);
	block P70 (outp_south61, outp_east69, clk, rst, outp_south70, outp_east70, result70);
	block P71 (outp_south62, outp_east70, clk, rst, outp_south71, outp_east71, result71);
	block P73 (outp_south64, outp_east72, clk, rst, outp_south73, outp_east73, result73);
	block P74 (outp_south65, outp_east73, clk, rst, outp_south74, outp_east74, result74);
	block P75 (outp_south66, outp_east74, clk, rst, outp_south75, outp_east75, result75);
	block P76 (outp_south67, outp_east75, clk, rst, outp_south76, outp_east76, result76);
	block P77 (outp_south68, outp_east76, clk, rst, outp_south77, outp_east77, result77);
	block P78 (outp_south69, outp_east77, clk, rst, outp_south78, outp_east78, result78);
	block P79 (outp_south70, outp_east78, clk, rst, outp_south79, outp_east79, result79);
	block P80 (outp_south71, outp_east79, clk, rst, outp_south80, outp_east80, result80);
	always @(posedge clk or posedge rst) begin
		if(rst) begin
			done <= 0;
			count <= 0;
		end
		else begin
			if(count == 9) begin
				done <= 1;
				count <= 0;
			end
			else begin
				done <= 0;
				count <= count + 1;
			end
		end	
	end 
endmodule
--- /design/flow/run.sh ---
#!/bin/bash
# OpenROAD 26Q1-2900-gdf79404cd8, Yosys 0.63+post, stock flow scripts
make -C /OpenROAD-flow-scripts/flow DESIGN_CONFIG=/design/flow/config.mk WORK_HOME=/design/flow/orfs finish
==> summary.rpt <==
==== FLOW RESULTS ====
----------------------------------------------------
[GRT]
  Overall routing resource usage ........................ 1.32%
  Antenna violations before repair ........................ 0
  Number of global-route vias before repair ........................ 146
  First-pass GRT wire length ........................ 690 µm
  Pin count of the biggest net entering global routing ........................ 7
  Sum of overflow across all layers after global routing ........................ 0

[Final timing]
  Worst slew pin tran ........................ 0.188 ns
  Skew final ........................ 0.000863 ns
  Post-route fraction of the period consumed by the critical path ........................ 87.9%
  Final worst path period need ........................ 1.05 ns
  Setup repair after global routing missed its margin ........................ no
  Slew Limit Headroom ........................ 87.4%
  Final hold violation count ........................ 0
  Highest Clock Rate ........................ 0.948 GHz
  Final setup TNS ........................ 0 ns
  Number of pins with negative max-slew slack in the final report ........................ 0
  Setup violations, final ........................ 0
  Final setup margin ........................ 0.145 ns

[CTS]
  Setup Fix Bufs, Post-CTS ........................ 0
  Late-Pin Clk Latency ........................ 0.24 ns
  TritonCTS sink count ........................ 5
  Clock buffer count from CTS ........................ 3
  Number of buffers between clock root and the deepest sink ........................ 2
  Post-CTS resize count ........................ 1
  Cell at the root of the clock tree ........................ clkbuf_4
  Post-cts hold buffer count ........................ 0
  Level count of the clock H-tree ........................ 1
  Clock tree from TritonCTS ........................ done
  Clock slew seen by the registers of the worst setup and hold paths ........................ 0.04 ns

[Layout]
  Final non-filler cell total ........................ 69
  Share of post-route cells with drive strength above 1 ........................ 21.7%
  Layout overhead on the synthesized area ........................ 51.2%

[Critical path]
  Maximum fanout along the worst path ........................ 1
  Register-to-register path setup slack ........................ 0.19 ns
  Startpoint of the worst-slack reg-to-reg timing path ........................ count[3]
  Depth of the most critical reg-to-reg path ........................ 2
  Crit-path leading delay family ........................ flip-flops
  Sort of element at the end of the critical path ........................ primary output
  Critical path buffer and inverter count ........................ 1
  Endpoint required time on the critical path ........................ 0.96 ns
  Terminus of the critical flop-to-flop path ........................ count[3]
  Slowest library cell on the worst path ........................ dfrtp_1
  Cell-by-cell listing of the critical path ........................ dlygate4sd2_1
  Kind of start point of the critical path ........................ register
  Arrival time of data at the critical path endpoint ........................ 0.81 ns
  Kind of critical path ........................ reg2out
  Maximum single-stage delay on the critical path ........................ 0.35 ns

[Floorplanning]
  Placeable Area ........................ 3420 µm²
  Row cnt ........................ 21
  Boundary Pins ........................ 75
  Width of the chip ........................ 80 µm
  Pre-Place Util ........................ 5.86%
  Full die area ........................ 6400 µm²
  Die height ........................ 80 µm

[Synthesis]
  Yosys top cell by area ........................ dfrtp_1
  Synthesized chip area reported by yosys ........................ 200 µm²
  Commonest register cell after synthesis ........................ dfrtp_1
  Yosys Warn Count ........................ 2
  Mean post-synth cell area ........................ 11.8 µm²
  Number of standard cells after synthesis ........................ 17
  Dominant cell by count in the synthesized netlist ........................ dfrtp_1
  Number of enable flip-flop cells ........................ 0
  Netlist area before placement ........................ 200 µm²
  Sequential element share of the synthesized area ........................ 62.5%
  Commonest cells in the netlist ........................ dfrtp_1, inv_1
  Flops & latches, synth ........................ 5
  Area share, top type ........................ 62.5%
  Number of cell instances after yosys synthesis ........................ 17
  Share of async-settable or async-resettable flops after synthesis ........................ 100%
  Leading cell types by total area after synthesis ........................ dfrtp_1, inv_1, mux2_2
  Count of distinct cell types in the synthesized netlist ........................ 11

[Routing]
  Total detailed-routing wirelength ........................ 317 µm
  Via density ........................ 2.04
  Wire length per cell ........................ 4.59 µm
  Via count of the routed design ........................ 141
  Final antenna-violating net count ........................ 0
  Initial DRC Count ........................ 3
  DRC violation count after routing ........................ 0
  Number of detailed-route iterations in the first pass ........................ 4
  N_diodes ........................ 0

[Power and ir drop]
  Total power divided by cell area ........................ 1220 nW/µm²
  Tot Pwr ........................ 370 µW
  Static power due to leakage ........................ 0.120 nW
  Worst IR Drop VDD ........................ 224 µV

[Placement]
  RePlAce Congestion ........................ 0.656
  Cell count after placement ........................ 65
  Minimum setup slack after placement ........................ 0.189 ns
  Port bufs ........................ 2

[Job]
  Max-cap check violation count ........................ 0
  OpenROAD warning count ........................ 97

[Min path]
  Min-Delay Path Class ........................ in2async

[Status]
  Result of the run ........................ complete, no violations

----------------------------------------------------
[cell families (layout without fill, tap and decap cells)]
logic type,count (synthesis),count (layout),share of synthesized area [%]
AOI/OAI and AO/OA,2,2,7.50
xor gates and xnor gates,1,1,4.38
buffers and inverters,3,9,5.62
DFF,5,5,62.5
muxes,1,1,5.62
and+or+nand+nor,5,5,14.4
[worst max path at each step]
stage                 depth (start not counted)   end  slack [ns]  startpoint
final                                         1  done        0.15        done
after global routing                          1  done        0.10        done
after CTS                                     1  done        0.13        done
[layout by cell type (no fill, tap or decap)]
cell,instances
dfrtp_1,5
inv_1,3
clkbuf_4,3
nor2b_2,1
nor3b_1,1
nor2_1,1
mux2_2,1
nand2_1,1
xnor2_1,1
o21ai_1,1
nor3_1,1
a221o_1,1
clkbuf_1,1
clkdlybuf4s50_1,1
dlygate4sd2_1,1
[through the flow]
step                hold slack [ns]  utilization, %  instance area (µm²)
global placement              0.451            8.13                  278
floorplan                    0.0185               -                  200
CTS                           0.202            8.86                  303
finish                        0.198            8.86                  303
global route                  0.214            8.86                  303
detailed placement            0.454            8.13                  278
[area by class of cell]
| cell class | count | area (µm²) |
|---|---|---|
| repair buffers | 2 | 18.8 |
| multi-input cells | 9 | 63.8 |
| clock buffers | 4 | 26.3 |
| flip-flops and latches | 5 | 125 |
| fillers | 404 | 3110 |
| well taps | 46 | 57.6 |
| inverters | 3 | 11.3 |
[state kept, by name, summed over array words and instances, names as in the netlist]
name and flops:
done 1, count 4
[where the power goes]
part           switching, mW  internal [mW]  total, mW
sequential                 0          0.169      0.169
combinational        0.00340        0.00305    0.00644
clock                 0.0690          0.126      0.195
[layer usage]
layer / part of all wire (%) / track usage, % / wire [µm]
met3: 5.7 / 0.909 / 18
met1: 38 / 1.27 / 120
met4: 6.0 / 0.880 / 19
met5: 0 / 0 / 0
met2: 50 / 2.01 / 158
Power and IR drop assume default switching activity.
